==> flow/constraint.sdc <==
current_design Crash_Detect

set clk_period 6.3
set clk_io_pct 0.2

create_clock -name clk0 -period $clk_period

set non_clock_inputs [all_inputs -no_clocks]
set_input_delay [expr $clk_period * $clk_io_pct] -clock clk0 $non_clock_inputs
set_output_delay [expr $clk_period * $clk_io_pct] -clock clk0 [all_outputs]
==> flow/run.sh <==
#!/bin/bash
# OpenROAD 26Q1-2900-gdf79404cd8, Yosys 0.63+post, stock flow scripts
make -C /OpenROAD-flow-scripts/flow DESIGN_CONFIG=/design/flow/config.mk WORK_HOME=/design/flow/orfs finish
==> flow/config.mk <==
export PLATFORM = sky130hd
export DESIGN_NAME = Crash_Detect
export DESIGN_NICKNAME = Crash_Detect
export VERILOG_FILES = /design/flow/design.v
export SDC_FILE = /design/flow/constraint.sdc
export NUM_CORES = 4
export LEC_CHECK = 1
export CORE_UTILIZATION = 30
==> flow/design.v <==
module Crash_Detect(
    input clr,
    input [9:0] bird_y_pos,
    input [9:0] tube1_x_pos,
    input [9:0] tube1_y_pos,
    input [9:0] tube2_x_pos,
    input [9:0] tube2_y_pos,
    input [9:0] tube3_x_pos,
    input [9:0] tube3_y_pos,
    output game_end
    );
	wire crash;
	wire [9:0] bird_x_pos;
	assign bird_x_pos = 10'd180; 
	assign crash = (
		(((bird_y_pos + 10'd15 >= tube1_y_pos + 10'd50) | (bird_y_pos - 10'd15 <= tube1_y_pos - 10'd50)) &
			((bird_x_pos + 10'd15 >= tube1_x_pos - 10'd30) & (bird_x_pos - 10'd15 <= tube1_x_pos + 10'd30))) |
		(((bird_y_pos + 10'd15 >= tube2_y_pos + 10'd50) | (bird_y_pos -10'd15 <= tube2_y_pos - 10'd50)) &
			((bird_x_pos + 10'd15 >= tube2_x_pos - 10'd30) & (bird_x_pos - 10'd15 <= tube2_x_pos + 10'd30))) |
		(((bird_y_pos + 10'd15 >= tube3_y_pos + 10'd50) | (bird_y_pos - 10'd15 <= tube3_y_pos - 10'd50)) &
			((bird_x_pos + 10'd15 >= tube3_x_pos - 10'd30) & (bird_x_pos - 10'd15 <= tube3_x_pos + 10'd30)))
		);
	assign game_end = 
		(!clr) ? 0:
		(crash) ? 1:
		0;
endmodule
==> Slide: Implementation Results <==
Implementation Results

Outcome
  • Status: complete, no violations

Job
  • Tool Warnings: 42
  • Number of max-cap violations: 0

Synth
  • Seq share, synth: 0%
  • # Cells Yosys: 480
  • Top post-synthesis cells by count: ha_1 (74), nand2_1 (44), nor2_1 (35)
  • Yosys Chip Area: 3350 sq um
  • Cell Type Count: 53
  • Leading area contributor after synthesis: ha_1
  • YS warnings: 0
  • Top cell area share: 27.6%
  • Mean Syn Cell Area: 6.99 sq um
  • Syn Inst Count: 480
  • Post-Syn Area: 3350 sq um
  • Top cells by area: ha_1 (28%), xnor2_1 (8.6%), xor2_1 (7.6%)
  • Top-count cell post-synth: ha_1

Timing
  • Setup TNS: 0 ns
  • Final period util: 96.1%
  • Final setup viols: 0
  • Tmin final: 6.05 ns
  • RSZ-0062 raised after global routing: no
  • Slew headroom: 54.7%
  • Worst-Margin Slew: 0.673 ns
  • Max Slew Vio Count: 0
  • Fmax: 165 MHz
  • Fin. Hold Viols: 0

Final layout
  • Clock buffers: 0
  • Gate Area: 3150 sq um
  • FF+latch count: 0
  • Final Util: 38.5%
  • Layout overhead on the synthesized area: 24.9%
  • FF+latch area: 0 sq um
  • Layout fillers: 1,114
  • Final Non-Filler Cells: 671
  • Share of layout cells above drive strength 1: 2.45%

Worst setup path
  • Setup CP Type: in2out
  • Startpoint Class: input port
  • WP data required: 5.04 ns
  • CP bufs+invs: 2
  • CP top delay family: buffers and inverters
  • Setup crit end kind: output pin
  • CP max-delay cell: clkdlybuf4s50_1
  • CP Cell Sequence: clkdlybuf4s50_1, ha_1, nand3_1, xor2_1, ha_1, o21ai_0, nor2_1, o21a_1, o2111ai_1, a31oi_1, o21a_1, o311ai_2, clkdlybuf4s50_1
  • Worst EP arrival: 4.79 ns
  • Worst Path Max Fanout: 9
  • Slowest Stage Delay on Critical Path: 0.71 ns

Drt
  • Wirelength per Cell: 13.2 um
  • Antenna diodes: 0
  • DRT met1 WL: 4450 um
  • Post-route antenna net violation count: 0
  • Routed via count: 3,447
  • Final wirelength: 8860 um
  • Initial DRC count: 119
  • Top routing layer in use: met4
  • Met3 wire length: 354 um
  • Vias per cell: 5.14
  • DR pass1 iterations: 4
  • Met2 WL: 4050 um
  • DR DRC count: 0

Hold path
  • Worst hold path type: in2out
  • Hold Path Depth: 4
  • Min-delay src: clr
  • Hold endpoint: game_end

Place
  • RePlAce Congestion: 0.916
  • I/O Buffers: 72
  • Hpwl dp: 7520 um
  • Inst Count DP: 671

Die
  • Num ports: 72
  • Core area: 10,900 sq um
  • Fp_density: 30.8%
  • Die area: 11,600 sq um
  • Row cnt: 38
  • Die width: 108 um
  • Chip Height: 108 um

Global route
  • Total gr overflow: 0
  • First-pass GRT wire length: 15,000 um
  • Number of global-route vias before repair: 3,122
  • Initial antenna violation count: 0
  • All-layer global routing usage: 15.9%
  • Largest net degree at the start of global routing: 14

Clocking
  • Post-CTS Hold Buffers: 0
  • Post-CTS setup buffers: 0
  • Cts repair resizes: 0

Pwr
  • Power per cell area: 77.2 nW/um^2
  • Leakage: 1.75 nW
  • Peak VDD IR: 0.0351 mV
## cells in the final DEF (no fill, tap or decap), types with 19 or more instances in the layout
cell type / netlist / layout
ha_1: 74 / 74
clkdlybuf4s50_1: 0 / 72
nand2_1: 44 / 44
nor2_1: 35 / 35
xnor2_1: 33 / 33
xor2_1: 29 / 29
a21oi_1: 28 / 28
inv_1: 25 / 25
o21ai_0: 19 / 19
## how the worst max path moves through the flow
stage,startpoint,end,slack (ns),depth (start not counted)
4_1_cts,bird_y_pos[0],game_end,0.25,13
5_1_grt,bird_y_pos[0],game_end,0.07,13
6_report,bird_y_pos[0],game_end,0.25,13
## cells by family after synthesis
kind of cell,count (synthesis),synth area share (%)
AND-OR/OR-AND,112,22.3
XOR/XNOR,62,16.2
adder cells (fa/ha/maj),74,27.6
buffers and inverters,53,6.19
multiplexers,3,1.04
AND/OR/NAND/NOR,176,26.7
## cell type report
cell class                 instances  area share (%)
multi-input combinational        427            75.1
timing repair buffer              79            18.5
tap                              140            4.18
inverter                          25            2.24
## report_power, final
part / switching, mW / internal (mW) / total [mW]
combinational: 0.167 / 0.157 / 0.323
clock: 0 / 0 / 0
sequential: 0 / 0 / 0
## through the flow
stage | worst slack, ns | total power [mW] | area, sq um | hold WS [ns]
2_1_floorplan | 1.66 | 0.208 | 3350 | 2.66
3_3_place_gp | 0.292 | 0.320 | 4190 | 3.69
4_1_cts | 0.253 | 0.325 | 4190 | 3.68
6_report | 0.246 | 0.323 | 4190 | 3.66
3_5_place_dp | 0.265 | 0.323 | 4190 | 3.67
5_1_grt | 0.0655 | 0.367 | 4190 | 3.70
## metal layers
metal	GRT usage (%)	up-vias
met1	24.2	1522
met3	1.17	2
li1	-	1864
met5	0	-
met2	25.7	59
met4	0.196	0
No activity file was given, so power comes from the tool's default toggle rates.
