===== flow/run.sh =====
#!/bin/bash
# OpenROAD 26Q1-2900-gdf79404cd8, Yosys 0.63+post, stock flow scripts
make -C /OpenROAD-flow-scripts/flow DESIGN_CONFIG=/design/flow/config.mk WORK_HOME=/design/flow/orfs finish

===== flow/constraint.sdc =====
current_design VGA_Bitgen

set clk_period 7.7
set clk_io_pct 0.2

create_clock -name clk0 -period $clk_period [get_ports {clk}]

set non_clock_inputs [all_inputs -no_clocks]
set_input_delay [expr $clk_period * $clk_io_pct] -clock clk0 $non_clock_inputs
set_output_delay [expr $clk_period * $clk_io_pct] -clock clk0 [all_outputs]

===== flow/config.mk =====
export PLATFORM = sky130hd
export DESIGN_NAME = VGA_Bitgen
export DESIGN_NICKNAME = VGA_Bitgen
export VERILOG_FILES = /design/flow/design.v
export SDC_FILE = /design/flow/constraint.sdc
export NUM_CORES = 4
export LEC_CHECK = 1
export CORE_UTILIZATION = 40

===== flow/design.v =====
module VGA_Bitgen(
	 input clk,
    input bright,
    input [9:0] x,
    input [9:0] y,
	 input [9:0] bird_y_pos,
	 input [9:0] tube1_x_pos,
	 input [9:0] tube1_y_pos,
	 input [9:0] tube2_x_pos,
	 input [9:0] tube2_y_pos,
	 input [9:0] tube3_x_pos,
	 input [9:0] tube3_y_pos,
	 input game_end,
	 input [7:0] score,
    output reg [7:0] red,
	 output reg [7:0] green,
	 output reg [7:0] blue
    );
	wire [9:0] bird_x_pos;
	assign bird_x_pos = 10'd180;
	reg [3:0] dig_2;
	reg [3:0] dig_1;
	reg [3:0] dig_0;
	reg Dig0Seg0, Dig0Seg1, Dig0Seg2, Dig0Seg3, Dig0Seg4, Dig0Seg5, Dig0Seg6;
	reg Dig1Seg0, Dig1Seg1, Dig1Seg2, Dig1Seg3, Dig1Seg4, Dig1Seg5, Dig1Seg6;
	reg Dig2Seg0, Dig2Seg1, Dig2Seg2, Dig2Seg3, Dig2Seg4, Dig2Seg5, Dig2Seg6;
	reg digit_display_2, digit_display_1, digit_display_0;
	always @ (posedge clk) begin
		if (~game_end) 
		begin
			if (~bright)
			begin
				red = 8'b0;
				green = 8'b0;
				blue = 8'b0;
			end	
			else if ((x >= bird_x_pos - 10'd15) && (x <= bird_x_pos + 10'd15) && (y >= bird_y_pos - 10'd15) && (y <= bird_y_pos + 10'd15))
			begin
				red = 8'b11111111;
				green = 8'b0;
				blue = 8'b0;
			end	
			else if (
				((x >= tube1_x_pos - 10'd30) && (x <= tube1_x_pos + 10'd30) && ((y >= tube1_y_pos + 10'd50) || (y <= tube1_y_pos - 10'd50))) || 
				((x >= tube2_x_pos - 10'd30) && (x <= tube2_x_pos + 10'd30) && ((y >= tube2_y_pos + 10'd50) || (y <= tube2_y_pos - 10'd50))) || 
				((x >= tube3_x_pos - 10'd30) && (x <= tube3_x_pos + 10'd30) && ((y >= tube3_y_pos + 10'd50) || (y <= tube3_y_pos - 10'd50)))
				)
				begin
				red = 8'b0;
				green = 8'b11111111;
				blue = 8'b0; 
				end
			else
			begin
				red = 8'b0;
				green = 8'b0;
				blue = 8'b11111111;
				end
		end
		else begin
			dig_2 = score / 8'd100;
			dig_1 = (score / 8'd10) % 8'd10;
			dig_0 = score % 8'd10;
			Dig0Seg0 = ((x >= 10'd559) & (x <= 10'd609) & (y >= 10'd160) & (y <= 10'd170));
			Dig0Seg1 = ((x >= 10'd614) & (x <= 10'd624) & (y >= 10'd160) & (y <= 10'd237));
			Dig0Seg2 = ((x >= 10'd614) & (x <= 10'd624) & (y >= 10'd243) & (y <= 10'd320));
			Dig0Seg3 = ((x >= 10'd559) & (x <= 10'd609) & (y >= 10'd310) & (y <= 10'd320));
			Dig0Seg4 = ((x >= 10'd544) & (x <= 10'd554) & (y >= 10'd243) & (y <= 10'd320));
			Dig0Seg5 = ((x >= 10'd544) & (x <= 10'd554) & (y >= 10'd160) & (y <= 10'd237));
			Dig0Seg6 = ((x >= 10'd559) & (x <= 10'd609) & (y >= 10'd235) & (y <= 10'd245));
			Dig1Seg0 = ((x + 10'd120 >= 10'd559) & (x + 10'd120 <= 10'd609) & (y >= 10'd160) & (y <= 10'd170));
			Dig1Seg1 = ((x + 10'd120 >= 10'd614) & (x + 10'd120 <= 10'd624) & (y >= 10'd160) & (y <= 10'd237));
			Dig1Seg2 = ((x + 10'd120 >= 10'd614) & (x + 10'd120 <= 10'd624) & (y >= 10'd243) & (y <= 10'd320));
			Dig1Seg3 = ((x + 10'd120 >= 10'd559) & (x + 10'd120 <= 10'd609) & (y >= 10'd310) & (y <= 10'd320));
			Dig1Seg4 = ((x + 10'd120 >= 10'd544) & (x + 10'd120 <= 10'd554) & (y >= 10'd243) & (y <= 10'd320));
			Dig1Seg5 = ((x + 10'd120 >= 10'd544) & (x + 10'd120 <= 10'd554) & (y >= 10'd160) & (y <= 10'd237));
			Dig1Seg6 = ((x + 10'd120 >= 10'd559) & (x + 10'd120 <= 10'd609) & (y >= 10'd235) & (y <= 10'd245));
			Dig2Seg0 = ((x + 10'd240 >= 10'd559) & (x + 10'd240 <= 10'd609) & (y >= 10'd160) & (y <= 10'd170));
			Dig2Seg1 = ((x + 10'd240 >= 10'd614) & (x + 10'd240 <= 10'd624) & (y >= 10'd160) & (y <= 10'd237));
			Dig2Seg2 = ((x + 10'd240 >= 10'd614) & (x + 10'd240 <= 10'd624) & (y >= 10'd243) & (y <= 10'd320));
			Dig2Seg3 = ((x + 10'd240 >= 10'd559) & (x + 10'd240 <= 10'd609) & (y >= 10'd310) & (y <= 10'd320));
			Dig2Seg4 = ((x + 10'd240 >= 10'd544) & (x + 10'd240 <= 10'd554) & (y >= 10'd243) & (y <= 10'd320));
			Dig2Seg5 = ((x + 10'd240 >= 10'd544) & (x + 10'd240 <= 10'd554) & (y >= 10'd160) & (y <= 10'd237));
			Dig2Seg6 = ((x + 10'd240 >= 10'd559) & (x + 10'd240 <= 10'd609) & (y >= 10'd235) & (y <= 10'd245));
			case (dig_2)
				8'd0: digit_display_2 = (Dig2Seg0 | Dig2Seg1 | Dig2Seg2 | Dig2Seg3 | Dig2Seg4 | Dig2Seg5);
				8'd1: digit_display_2 = (Dig2Seg1 | Dig2Seg2);
				8'd2: digit_display_2 = (Dig2Seg0 | Dig2Seg1 | Dig2Seg6 | Dig2Seg4 | Dig2Seg3);
				8'd3: digit_display_2 = (Dig2Seg0 | Dig2Seg1 | Dig2Seg6 | Dig2Seg2 | Dig2Seg3);
				8'd4: digit_display_2 = (Dig2Seg5 | Dig2Seg6 | Dig2Seg1 | Dig2Seg2);
				8'd5: digit_display_2 = (Dig2Seg0 | Dig2Seg5 | Dig2Seg6 | Dig2Seg2 | Dig2Seg3);
				8'd6: digit_display_2 = (Dig2Seg0 | Dig2Seg5 | Dig2Seg6 | Dig2Seg2 | Dig2Seg3 | Dig2Seg4);
				8'd7: digit_display_2 = (Dig2Seg0 | Dig2Seg1 | Dig2Seg2);
				8'd8: digit_display_2 = (Dig2Seg0 | Dig2Seg1 | Dig2Seg2 | Dig2Seg3 | Dig2Seg4 | Dig2Seg5 | Dig2Seg6);
				8'd9: digit_display_2 = (Dig2Seg0 | Dig2Seg5 | Dig2Seg6 | Dig2Seg1 | Dig2Seg2 | Dig2Seg3);
				default: digit_display_2 = 1'b0;
			endcase
			case (dig_1)
				8'd0: digit_display_1 = (Dig1Seg0 | Dig1Seg1 | Dig1Seg2 | Dig1Seg3 | Dig1Seg4 | Dig1Seg5);
				8'd1: digit_display_1 = (Dig1Seg1 | Dig1Seg2);
				8'd2: digit_display_1 = (Dig1Seg0 | Dig1Seg1 | Dig1Seg6 | Dig1Seg4 | Dig1Seg3);
				8'd3: digit_display_1 = (Dig1Seg0 | Dig1Seg1 | Dig1Seg6 | Dig1Seg2 | Dig1Seg3);
				8'd4: digit_display_1 = (Dig1Seg5 | Dig1Seg6 | Dig1Seg1 | Dig1Seg2);
				8'd5: digit_display_1 = (Dig1Seg0 | Dig1Seg5 | Dig1Seg6 | Dig1Seg2 | Dig1Seg3);
				8'd6: digit_display_1 = (Dig1Seg0 | Dig1Seg5 | Dig1Seg6 | Dig1Seg2 | Dig1Seg3 | Dig1Seg4);
				8'd7: digit_display_1 = (Dig1Seg0 | Dig1Seg1 | Dig1Seg2);
				8'd8: digit_display_1 = (Dig1Seg0 | Dig1Seg1 | Dig1Seg2 | Dig1Seg3 | Dig1Seg4 | Dig1Seg5 | Dig1Seg6);
				8'd9: digit_display_1 = (Dig1Seg0 | Dig1Seg5 | Dig1Seg6 | Dig1Seg1 | Dig1Seg2 | Dig1Seg3);
				default: digit_display_1 = 1'b0;
			endcase
			case (dig_0)
				8'd0: digit_display_0 = (Dig0Seg0 | Dig0Seg1 | Dig0Seg2 | Dig0Seg3 | Dig0Seg4 | Dig0Seg5);
				8'd1: digit_display_0 = (Dig0Seg1 | Dig0Seg2);
				8'd2: digit_display_0 = (Dig0Seg0 | Dig0Seg1 | Dig0Seg6 | Dig0Seg4 | Dig0Seg3);
				8'd3: digit_display_0 = (Dig0Seg0 | Dig0Seg1 | Dig0Seg6 | Dig0Seg2 | Dig0Seg3);
				8'd4: digit_display_0 = (Dig0Seg5 | Dig0Seg6 | Dig0Seg1 | Dig0Seg2);
				8'd5: digit_display_0 = (Dig0Seg0 | Dig0Seg5 | Dig0Seg6 | Dig0Seg2 | Dig0Seg3);
				8'd6: digit_display_0 = (Dig0Seg0 | Dig0Seg5 | Dig0Seg6 | Dig0Seg2 | Dig0Seg3 | Dig0Seg4);
				8'd7: digit_display_0 = (Dig0Seg0 | Dig0Seg1 | Dig0Seg2);
				8'd8: digit_display_0 = (Dig0Seg0 | Dig0Seg1 | Dig0Seg2 | Dig0Seg3 | Dig0Seg4 | Dig0Seg5 | Dig0Seg6);
				8'd9: digit_display_0 = (Dig0Seg0 | Dig0Seg5 | Dig0Seg6 | Dig0Seg1 | Dig0Seg2 | Dig0Seg3);
				default: digit_display_0 = 1'b0;
			endcase
			if (digit_display_2 | digit_display_1 | digit_display_0)
			begin
				red = 8'b11111111;
				green = 8'b11111111;
				blue = 8'b11111111;
			end
			else
			begin
				red = 8'b00000000;
				green = 8'b00000000;
				blue = 8'b00000000;
			end	
		end
	end
endmodule

==> results.txt <==
Implementation summary

The flow ran to the end, and the final reports show no timing, DRC or antenna violations. In this run the horizontal extent of the chip is 139 um. The number of cells on the worst hold path is listed as 3. The maximum clock frequency is 167 MHz. The CTS clock-pin slew for the worst setup and hold paths is 0.03 ns. The area of the chip is 19300 um^2.

The OpenROAD report gives the critical path a required time of 7.84 ns. The yosys-reported design area after synthesis is 7520 um^2. The clock sink count is 3. The global-route wire length before repair is 33200 um. The sum of negative setup slack is 0 ns. The mean area per synthesized cell is 7.37 um^2. In this run the maximum-capacitance check reported violations numbering 0. The total power of the final layout is 0.000658 W. Ranked by total cell area, the synthesized netlist is headed by ha_1 (25%), xor2_1 (6.3%), xnor2_1 (6.2%), a21o_1 (3.8%), a21oi_1 (3.7%).

The wire length per cell is 15.1 um. The post-route fraction of the period consumed by the critical path is 0.779. The number of standard cells reported by yosys is 1020.

The number of buffers inserted during clock tree synthesis is 3. Using the TritonRoute via totals, the vias-per-cell ratio works out to 5.65. The number of antenna violations at the first check in global routing came to 0. The sort of element at the end of the critical path is a flop. The detailed placer's ending HPWL is 15900 um.

The remaining antenna violation count is 0. The final number of max-transition violations is 0. The sort of element at the start of the critical path is an input port. Setup repair after global routing left no endpoint under its margin. The total internal power is 0.000355 W. The worst setup path is of the in -> reg kind. The post-route minimum period is 6.00 ns. The row count is 49. The power density over the cells is 74.9 nW/um^2.

Endpoints failing hold in the final report were tallied at 0. The number of ports placed on the die boundary is 125. The quantity of I/O buffers inserted on ports is 124.

The floorplan step set the die height to 139 um. The floorplan step records an initial core utilization of 0.413. The initial detailed-routing violation count is 423. For this run, the total global-route usage over all layers was measured as 0.205. Looking at the cell usage after synthesis, the top flip-flop cell is dfxtp_1. The remaining routing DRC violations is 0. The repair_antennas step left the layout with diodes totalling 0.

The warning tally printed by Yosys for this design is 1. The iteration count recorded for the first detailed-route pass is 15. The proportion of power drawn by combinational gates is 0.842.

In the final report, the number of endpoints failing setup comes to 0. Per the OpenROAD power report, leakage power amounts to 3.78 nW. The clock root buffer is clkbuf_16. After clock tree synthesis, the setup repair step added 0 buffers.

Detailed routing inserted a total of 7427 vias. The cell taking the most area after synthesis is ha_1. On the final layout, the worst hold slack is 2.01 ns. The post-synth tally of flip-flops with integrated enable is 0.

The worst-case headroom to the max-slew limit is 0.465. After synthesis, the netlist uses 90 different library cells. TritonCTS built the clock tree. The power report attributes to the sequential group a share of 0.033. Looking at the max-slew report, the worst-margin pin has a slew of 0.799 ns. The largest net degree at the start of global routing is 29. From synthesis to final layout, the design area changed by 17.0%. The via count of the first global-routing pass is 6750.

The number of warning messages in the logs is 39. Before any placement, the netlist area is recorded as 7520 um^2. Per Yosys stat, the portion of area used by sequential elements is 0.00799. The net switching power of the design is 0.000303 W. The number of gates resized after CTS was 0. The final weighted congestion in routability-driven placement is 0.916. The core region is 18200 um^2. No sink is reached through more buffers than the 2 on the longest clock path.

After technology mapping, the gate count stands at 1020. The count of hold buffers inserted by post-cts repair is 0. The share of total power dissipated in the clock network is 0.125. The tightest min-delay check is of the in -> reg type. The share of the synthesized area in the top cell type is 0.253.

Per the power-grid run, VDD falls by no more than 0.0579 mV. Per the timing report, the biggest fanout along the worst path comes to 24. Data on the critical path arrives at its endpoint at 6.14 ns.

Global routing finished with a remaining overflow of 0. Yosys reported that registers with async set or reset make up 0. The switching portion of total power is 0.460. The post-synthesis register bit count is 3. The fraction of layout cells with a size suffix above 1 is 0.0369. Looking at the clock tree report, the H-tree level count equals 1. Summed over all layers, the routed wires come to 19900 um.
-- layer usage --
| metal | up-vias | GRT usage | part of all wire |
|---|---|---|---|
| met4 | 0 | 0.0164 | 0.0060 |
| met1 | 3309 | 0.312 | 0.50 |
| met3 | 8 | 0.00528 | 0.033 |
| met2 | 167 | 0.336 | 0.46 |
| met5 | - | 0 | 0 |
| li1 | 3943 | - | - |
-- cell usage after synthesis (all sizes together) (7+ instances only) --
cell type and instances:
a2111oi 7, a211oi 15, a21o 38, a21oi 57
a31oi 15, and3 11, buf 36, clkbuf 37
ha 152, inv 47, nand2 58, nand2b 25
nand3 39, nand4 22, nor2 60, nor2b 17
nor3 31, nor3b 14, nor4 7, o211ai 11
o21a 14, o21ai 47, o31a 8, o31ai 9
o41ai 7, or3 7, xnor2 53, xor2 54
-- registers in the layout (all words and copies together) (netlist names) --
name	flops
red	1
green	1
blue	1
-- stage by stage --
| stage | cells | area (um^2) | utilization | worst slack [ns] |
|---|---|---|---|---|
| 4_1_cts | 1314 | 8790 | 0.483 | 1.71 |
| 3_3_place_gp | 1310 | 8710 | 0.478 | 1.57 |
| 5_1_grt | 1314 | 8790 | 0.483 | 1.31 |
| 3_5_place_dp | 1310 | 8710 | 0.478 | 1.52 |
| 6_report | 1314 | 8790 | 0.483 | 1.70 |
| 2_1_floorplan | 1020 | 7520 | - | 2.57 |
-- worst paths after layout --
kind                      end  startpoint
worst max-delay path  blue[6]    score[5]
worst min-delay path   red[6]      bright
-- cells by family (layout without fill, tap and decap cells) --
kind of cell	after synthesis	in the layout	synth area share
XOR/XNOR	107	107	0.125
buffers and inverters	121	186	0.0781
adder cells (fa/ha/maj)	152	152	0.253
AND/OR/NAND/NOR	326	326	0.234
flip-flops	3	3	0.00799
AND-OR/OR-AND	304	304	0.292
multiplexers	7	7	0.00999
-- worst max-delay path: stages --
cell and delay (ns):
clkdlybuf4s50_1 0.92, nor2b_1 0.50, nor3_1 0.12, nor2_1 0.10
o21ai_0 0.15, inv_1 0.11, ha_1 0.16, nand2_1 0.06
inv_1 0.05, o2111a_1 0.26, nand2_1 0.07, inv_1 0.06
o21ai_0 0.08, ha_1 0.36, or2_2 0.33, a211oi_1 0.23
o21ai_0 0.09, a21boi_0 0.25, a211oi_2 0.07, o32ai_1 0.31
nor4_1 0.12, a41oi_1 0.20
-- power by group through the flow --
stage | registers [W] | clock network [W] | logic, W
final | 0.0000218 | 0.0000824 | 0.000554
after global routing | 0.0000227 | 0.0000854 | 0.000625
after CTS | 0.0000222 | 0.0000837 | 0.000555
-- cells in the final DEF, fill, tap and decap left out, drive strengths merged, types with 5 or more instances in the layout --
cell type | netlist | layout
or3b | 5 | 5
o31ai | 9 | 9
nor3 | 31 | 31
a2111oi | 7 | 7
a211oi | 15 | 15
a21boi | 6 | 6
o21ai | 47 | 47
inv | 47 | 47
a21o | 38 | 38
clkdlybuf4s50 | 0 | 124
nand2 | 58 | 58
nor4 | 7 | 7
nand2b | 25 | 25
nor2 | 60 | 60
nor3b | 14 | 14
and3 | 11 | 11
o211a | 6 | 6
nor2b | 17 | 17
a22oi | 6 | 6
a21oi | 57 | 57
o211ai | 11 | 11
buf | 36 | 10
xnor2 | 53 | 53
a31oi | 15 | 15
o41ai | 7 | 7
or2 | 5 | 5
or3 | 7 | 7
ha | 152 | 152
and2 | 6 | 6
nand3 | 39 | 39
xor2 | 54 | 54
nand4 | 22 | 22
o31a | 8 | 8
o21a | 14 | 14
-- layout make-up --
type	count	area (um^2)
sequential	3	60.1
clock buffer	4	78.8
inverter	48	180
fill	1816	9420
timing repair buffer	134	1320
tap	229	287
multi-input combinational	896	6870
No activity file was given, so power comes from the tool's default toggle rates.
