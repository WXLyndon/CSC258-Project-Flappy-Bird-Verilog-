==> flow/config.mk <==
export PLATFORM = sky130hd
export DESIGN_NAME = VGA_Controller
export DESIGN_NICKNAME = VGA_Controller
export VERILOG_FILES = /design/flow/design.v
export SDC_FILE = /design/flow/constraint.sdc
export NUM_CORES = 4
export LEC_CHECK = 1
export CORE_UTILIZATION = 50
==> flow/constraint.sdc <==
current_design VGA_Controller

set clk_period 3.2
set clk_io_pct 0.2

create_clock -name clk0 -period $clk_period [get_ports {clk}]

set non_clock_inputs [all_inputs -no_clocks]
set_input_delay [expr $clk_period * $clk_io_pct] -clock clk0 $non_clock_inputs
set_output_delay [expr $clk_period * $clk_io_pct] -clock clk0 [all_outputs]
==> flow/design.v <==
module VGA_Controller(
	input clk,
	input clr,
	output reg vga_HS,
	output reg vga_VS,
	output reg [9:0] X,
	output reg [9:0] Y,
	output reg display
);
	parameter H_color_scan=640;
	parameter H_front_porch=16;
	parameter H_synch_pulse=96;
	parameter H_back_porch=48;
	parameter H_scan_width=800;
	parameter V_color_scan=480;
	parameter V_front_porch=10;
	parameter V_synch_pulse=2;
	parameter V_back_porch=33;
	parameter V_scan_width=525;
	reg [9:0] V_pos,H_pos;
	assign counterX=H_pos;
	assign counterY=V_pos;
	always @(posedge clk, negedge clr) begin
	 if (!clr) begin
		H_pos <= 0;
		V_pos <= 0;
		end
	 else begin
		if(H_pos < H_scan_width) begin
			H_pos <= H_pos + 1;
		end else begin  
			H_pos <= 0;
			if(V_pos < V_scan_width) begin
				V_pos <= V_pos + 1;
			end else begin
				V_pos <= 0;
			end
		end
		if(H_pos > H_front_porch && H_pos < (H_front_porch+H_synch_pulse)) begin
			vga_HS <= 1'b0;
		end else begin
			vga_HS <= 1'b1;
		end
		if(V_pos > V_front_porch && V_pos < (V_front_porch+V_synch_pulse)) begin
			vga_VS <= 1'b0;
		end else begin
			vga_VS <= 1'b1;
		end
		if((H_pos > (H_front_porch + H_synch_pulse + H_back_porch))) begin  
				display <= 1'b1;
				X <= H_pos - (H_front_porch + H_synch_pulse + H_back_porch -1) + 144;
				Y <= V_pos - (V_front_porch + V_synch_pulse + V_back_porch -1);
		end else begin
				display <= 1'b0;
				X <= 0;
				Y <= 0;
		end
		end
	end
endmodule
==> flow/run.sh <==
#!/bin/bash
# OpenROAD 26Q1-2900-gdf79404cd8, Yosys 0.63+post, stock flow scripts
make -C /OpenROAD-flow-scripts/flow DESIGN_CONFIG=/design/flow/config.mk WORK_HOME=/design/flow/orfs finish
==> impl_metrics.toml <==
# synthesis and place-and-route metrics
[run_status]
outcome = "completed"

[floorplan]
core_area_um2 = 4030
die_h_um = 67.1
io_pins = 25
die_width_um = 67.1
floorplan.core_util_pct = 52.6
dieArea_um2 = 4510
fp-row-count = 23

[grt]
grtUsageTotal_pct = 19.4
grt_pass1_vias = 1365
grt_max_degree = 35
grt_overflow = 0
antenna_found_initial = 0
grt_pass1_wl_um = 6250

[timing]
clock_skew_ns = 0.00433
fin_tns_setup_ns = 0
worst_pin_slew_ns = 0.731
fmax_mhz = 499
max_slew_margin_pct = 51.3
setup_violations = 0
slew_viol_final = 0
rsz0062_at_grt = "false"
finalCritPeriodShare_pct = 62.6
whs_ns = 0.400
period_minus_slack_ns = 2.00
finalHoldViolations = 0

[cells_and_area]
instances_no_fill = 264
synthToLayoutAreaGrowth_pct = 17.6
final_util_pct = 61.9
drive_gt1_share_pct = 7.94

[routing]
num_antenna_cells = 0
wl_um = 3550
detail_route.wl_per_cell_um = 13.4
drcViolationCount = 0
firstDrtPassIters = 4
drt-initial-drc-count = 67
vias = 1435
antenna_left = 0
vias_per_cell = 5.44

[synthesis]
largest_area_cell = "edfxtp_1"
ys_warn_count = 3
synthDistinctLibCells = 41
edf_count = 23
yosys_area_um2 = 2120
top_cell = "nor2_1"
yosysTopAreaCellShare_pct = 32.6
syn-instance-count = 195
syn_avg_cell_area_um2 = 10.9
synthFlopType = "edfxtp_1"
yosysSeqAreaShare_pct = 56.2
async_reset_ff_share_pct = 46.5
area_leaders = "edfxtp_1 (33%), dfrtp_1 (24%), nor2_1 (5.3%)"
ys.flops = 43
yosys-top-cells-count = "nor2_1 (30), edfxtp_1 (23), dfrtp_1 (20), nand2_1 (12), xnor2_1 (11)"
ys_cells = 195
syn_area_um2 = 2120

[clock_network]
cts_tree = "built"
path_clk_slew_ns = 0.08
root_buffer = "clkbuf_8"
cts_setup_buffers = 0
hold_buffers = 0
clock_latency_ns = 0.30
htreeDepth = 2
clk_path_buf_depth = 2
ctsResizeCount = 0
cts_sinks = 43
cts_buffers = 5

[critical_path]
crit_type = "reg -> reg"
end_kind = "register"
ff2ff_path_depth = 4
worstPathRequired_ns = 3.41
path_max_fanout = 11
arrival_ns = 2.22
worstSetupStartpointType = "register"

[pwr]
total_power_w = 0.00111
p_per_area_nw_per_um2 = 446
ir_drop_v = 0.000368
p_leak_nw = 0.988

[placed_design]
placedCellCount = 256
port_buffers = 24
gp_congestion = 0.907
dp_hpwl_um = 2340

[flow_run]
drv_cap = 0
warning_count = 30

[min_path]
hp-class = "in -> async"
worst max-delay path, cell delays in order (launching register included):
cell,delay (ns)
dfrtp_1,0.47
or3_4,0.43
o41a_1,0.55
nand2b_1,0.27
o31ai_2,0.21
routing by layer:
layer / track usage, % / wire length, um / vias up
met2: 26.1 / 1430 / 39
li1: - / - / 713
met1: 34.2 / 1860 / 679
met5: 0 / 0 / -
met3: 4.86 / 228 / 4
met4: 3.46 / 32 / 0
flip-flops by register name, indices dropped and copies added (netlist names):
register	count
H_pos	10
V_pos	10
X	10
Y	10
display	1
vga_HS	1
vga_VS	1
cell families after synthesis:
kind of cell,synth area share (%)
buf+inv,4.72
flops,56.2
mux,0.472
xor+xnor,7.43
compound gates,9.38
simple gates,17.7
fa+ha+maj,4.13
layout make-up:
class / instances / area, um2
Fill cell: 319 / 1530
Inverter: 6 / 22.5
Timing Repair Buffer: 26 / 250
Clock inverter: 2 / 60.1
Sequential cell: 43 / 1190
Multi-Input combinational cell: 131 / 836
Tap cell: 50 / 62.6
Clock buffer: 6 / 72.6
per-stage QoR:
step / instance area [um2] / setup slack, ns
6_report: 2490 / 1.20
5_1_grt: 2490 / 1.07
4_1_cts: 2490 / 1.20
3_5_place_dp: 2360 / 1.23
3_3_place_gp: 2360 / 1.26
2_1_floorplan: 2120 / 1.45
cell usage in the layout (no fill, tap or decap), drive strengths merged, types with 2 or more instances in the layout:
cell	n
xor2	7
o41a	2
a21oi	5
a22o	2
edfxtp	23
ha	7
nor2b	4
buf	3
xnor2	11
inv	6
nor2	31
clkbuf	6
nor4	3
clkdlybuf4s50	23
nor3	7
nand2b	2
dfrtp	20
nand2	12
or3	2
nand4	3
o21ai	8
and4	2
bufinv	2
nand3	7
and3	3
path summary, 6_finish.rpt:
path                                      start              endpoint  slack (ns)
max                        V_pos[6]$_DFFE_PN0N_  V_pos[4]$_DFFE_PN0N_        1.20
min                                         clr  V_pos[4]$_DFFE_PN0N_        0.40
max reg2reg                V_pos[6]$_DFFE_PN0N_  V_pos[4]$_DFFE_PN0N_        1.20
min reg2reg                V_pos[0]$_DFFE_PN0N_  V_pos[0]$_DFFE_PN0N_        0.55
max in group asynchronous                   clr    H_pos[1]$_DFF_PN0_        2.18
min in group clk0          V_pos[0]$_DFFE_PN0N_  V_pos[0]$_DFFE_PN0N_        0.55
power by group:
part | switching [W] | internal, W
Clock | 0.000187 | 0.000312
Sequential | 0.00000161 | 0.000590
Combinational | 0.0000104 | 0.0000125
Power figures rest on the tool's default switching activity, not on a simulated workload.
